File: ./run.sh
#!/bin/bash
# OpenROAD 26Q1-2900-gdf79404cd8, Yosys 0.63+post, stock flow scripts
make -C /OpenROAD-flow-scripts/flow DESIGN_CONFIG=/design/flow/config.mk WORK_HOME=/design/flow/orfs finish
File: ./config.mk
export PLATFORM = sky130hd
export DESIGN_NAME = TopLevel
export DESIGN_NICKNAME = TopLevel
export VERILOG_FILES = /design/flow/design.v
export SDC_FILE = /design/flow/constraint.sdc
export NUM_CORES = 4
export LEC_CHECK = 1
export CORE_UTILIZATION = 40
export SYNTH_HDL_FRONTEND = slang
File: ./constraint.sdc
current_design TopLevel

set clk_period 7.7
set clk_io_pct 0.2

create_clock -name clk0 -period $clk_period [get_ports {clk}]

set non_clock_inputs [all_inputs -no_clocks]
set_input_delay [expr $clk_period * $clk_io_pct] -clock clk0 $non_clock_inputs
set_output_delay [expr $clk_period * $clk_io_pct] -clock clk0 [all_outputs]
File: ./design.v
module CORDIC_iterative #(parameter int LENGTH, parameter logic signed[15:0] GAIN, parameter logic signed[15:0] ATAN_LUT[0:LENGTH-1])(
    input  logic clk, start,
    output logic busy,
    input  logic signed[15:0] angle,
    output logic signed[15:0] sin, cos
);
logic signed[15:0] angle_diff_reg;
logic signed[15:0] x_reg;
logic signed[15:0] y_reg;
logic[$clog2(LENGTH)-1:0] iter_cnt = '0;
assign sin = (busy == 1'b0) ? y_reg : '0;
assign cos = (busy == 1'b0) ? x_reg : '0;
always_ff @(posedge clk) begin
    if (start == 1'b1) begin
        busy <= 1'b1;
        iter_cnt <= '0;
        x_reg <= GAIN;
        y_reg <= '0;
        angle_diff_reg <= ~angle + 1;
    end
    if (busy == 1'b1) begin
        iter_cnt <= iter_cnt + 1;
        if (angle_diff_reg < 0) begin
            angle_diff_reg <= angle_diff_reg + ATAN_LUT[iter_cnt];
            x_reg <= x_reg - (y_reg >>> iter_cnt);
            y_reg <= y_reg + (x_reg >>> iter_cnt);
        end
        else begin
            angle_diff_reg <= angle_diff_reg - ATAN_LUT[iter_cnt];
            x_reg <= x_reg + (y_reg >>> iter_cnt);
            y_reg <= y_reg - (x_reg >>> iter_cnt);
        end
        if (iter_cnt == LENGTH-2) begin
            busy <= 1'b0;
        end
    end
end
endmodule
module TopLevel(
    input  logic clk, start,
    output logic busy,
    input  logic signed[15:0] angle,
    output logic signed[15:0] sin, cos
);
    localparam real FRAC_BITS = 14;  
    localparam int LENGTH = 8;
    localparam logic signed[15:0] ATAN_LUT[0:LENGTH-1] = {
        16'($rtoi($atan(1)*2**FRAC_BITS)),
        16'($rtoi($atan(0.5)*2**FRAC_BITS)),
        16'($rtoi($atan(0.25)*2**FRAC_BITS)),
        16'($rtoi($atan(0.125)*2**FRAC_BITS)),
        16'($rtoi($atan(0.0625)*2**FRAC_BITS)),
        16'($rtoi($atan(0.03125)*2**FRAC_BITS)),
        16'($rtoi($atan(0.015625)*2**FRAC_BITS)),
        16'($rtoi($atan(0.0078125)*2**FRAC_BITS))
    };
    localparam logic signed[15:0] GAIN = $rtoi(2**FRAC_BITS * real'(0.6072533210898753));  
    logic clk, start, busy, start_ser, busy_ser;
    CORDIC_iterative #(.GAIN(GAIN), .LENGTH(LENGTH), .ATAN_LUT(ATAN_LUT)) dut_iterative(
        .clk(clk), .start(start), .busy(busy),
        .angle(angle),
        .sin(sin),
        .cos(cos)
    );
endmodule
==> metrics.yaml <==
outcome:
  status: "complete, no violations"
logic_synthesis:
  top_area_cell: "edfxtp_1"
  ys_warn_count: 0
  ys_async_sr_fraction_pct: 0
  ys_chip_area_sq_mm: 0.00661
  syn_area_sq_mm: 0.00661
  synth.distinct_cells: 70
  ys_cells: 735
  synth_top_area_share_pct: 23.2
  ff_type: "edfxtp_1"
  synth.avg_cell_area_sq_um: 9.00
  yosys.cell_count.top_type: "nor2_1"
  synth_flop_count: 52
  common_cells: "nor2_1, ha_1, a21oi_1"
  edf_count: 51
  netlist_instances: 735
  ys_seq_share_pct: 23.5
  top_cells_by_area: "edfxtp_1, ha_1, mux2i_1"
global_route:
  grt_util_all_layers_pct: 20.0
  first_global_vias: 5093
  met3_usage_pct: 3.65
  grt_max_degree: 47
  top_usage_layer: "met1"
  grt_pass1_wl_mm: 25.8
  met1_usage_pct: 32.9
  grt-ovfl-total: 0
  grt_use_met2_pct: 29.4
  antenna_found_initial: 0
detailed_routing:
  avgViaCountPerCell: 5.66
  routedWlPerCell_microns: 16.2
  drt_iter0_markers: 354
  antenna-diode-count: 0
  drc: 0
  vias: 5560
  ant_nets: 0
  first_pass_iters: 5
  drt-total-wl_mm: 15.9
sta:
  finalMaxSlewViolations: 0
  relSlewSlack_pct: 58.8
  setup_viol: 0
  fin_crit_sh_pct: 56.4
  rsz0062_at_grt: "no"
  worst_pin_slew_ps: 612
  tns_ps: 0
  finalCriticalPeriod_ps: 4340
  worst_slack_ps: 3360
  hold_viol_final: 0
  finClkSkew_ps: 6.49
  fmax_mhz: 230
floorplan:
  floorplan.rows: 46
  fp_util_pct: 41.3
  io_pins: 51
  die_w_microns: 131
  fp.coreArea_sq_mm: 0.0160
  chipHeight_microns: 131
  die-area_sq_mm: 0.0170
finish:
  area_delta_synth_final_pct: 12.6
  fin_util_pct: 46.5
  fill_cells: 1504
  seq_area_sq_mm: 0.00155
  drive_gt1_share_pct: 6.00
  logic_area_sq_mm: 0.00483
clocking:
  cts-root-buf: "clkbuf_16"
  cts_tree: "done"
  cts_setup_buffers: 0
  numClockSinks: 52
  post_cts_resized: 0
  h-tree-depth: 2
  cts_buffer_depth: 2
  worstSkewPairLatency_ps: 310
  cts.clk_slew.worst_paths_ps: 70
  ctsHoldBuffers: 0
  cts_made_buffers: 5
setup_path:
  critPathMaxFanout: 44
  arrival_ps: 4410
  startpoint_type: "flop"
  r2r-start: "dut_iterative.iter_cnt[0]"
  path_buffers: 1
  reg2reg_to: "dut_iterative.y_reg[15]"
  crit_chain: "buf_4 > mux4_1 > mux2i_2 > and4_1 > and2_1 > nor2_1 > xnor2_1 > ha_1 > nand2_1 > o21ai_0 > nand2_1 > o211ai_1 > a41oi_1 > xnor2_1 > and2_1"
  crit_required_ps: 7770
  crit_family: "multiplexers"
  cp_slowest_stage_delay_ps: 680
  cpMaxStageDelayCell: "mux4_1"
  reg2reg_slack_ps: 3360
  end_kind: "flop"
  path_class: "flop to flop"
  r2r_cells: 15
  startpoint: "dut_iterative.iter_cnt[0]"
job:
  timing.max_cap.violations: 0
  warnings: 37
placement:
  hpwl_mm: 11.9
  place_congestion: 0.922
  portBuffers: 50
  dpl_worst_slack_ps: 3350
hold_path:
  hold_depth: 1
  hold_class: "flop to flop"
  min_to: "dut_iterative.x_reg[2]"
  worstHoldStart: "dut_iterative.busy"
==> final cells by class <==
| class | instances | share of cell area [%] |
|---|---|---|
| clock buffer | 5 | 1.68 |
| clock inverter | 3 | 0.571 |
| inverter | 20 | 1.01 |
| multi-input combinational | 630 | 64.8 |
| sequential | 52 | 20.9 |
| tap | 216 | 3.63 |
| timing repair buffer | 57 | 7.43 |
==> worst reg2reg max path, stage by stage (launching register included) <==
cell and delay, ps:
edfxtp_1 320, buf_4 490, mux4_1 690, mux2i_2 290, and4_1 310, and2_1 190
nor2_1 60, xnor2_1 170, ha_1 350, nand2_1 80, o21ai_0 230, nand2_1 150
o211ai_1 310, a41oi_1 190, xnor2_1 150, and2_1 150
==> kinds of logic (layout without fill, tap and decap cells) <==
kind of cell / Yosys count / after routing / synth area share (%)
AND/OR/NAND/NOR: 239 / 239 / 18.0
AND-OR/OR-AND: 175 / 175 / 17.1
XOR/XNOR: 80 / 80 / 10.6
multiplexers: 72 / 72 / 14.9
adder cells (fa/ha/maj): 64 / 64 / 12.5
buffers and inverters: 53 / 85 / 3.56
flip-flops: 52 / 52 / 23.5
==> worst max path at each step <==
| stage | slack [ps] | depth (start not counted) | endpoint |
|---|---|---|---|
| 6_report | 3360 | 15 | dut_iterative.y_reg[15] |
| 5_1_grt | 2970 | 14 | dut_iterative.y_reg[14] |
| 4_1_cts | 3340 | 15 | dut_iterative.y_reg[15] |
==> placed cells by master, fill, tap and decap left out, types with 5 or more instances in the layout <==
master,n
a31oi_1,14
and3_1,6
nand4_1,6
o211ai_1,10
ha_1,61
and2_1,15
inv_1,16
a21o_1,10
edfxtp_1,51
xnor2_1,44
a41oi_1,5
a211oi_1,11
mux4_1,6
nor3_1,11
mux2_2,7
nand2_1,41
clkbuf_16,5
nor2_1,79
nand3_1,11
mux2_1,5
clkdlybuf4s50_1,50
nand2b_1,9
a21oi_1,59
mux2i_1,40
mux4_2,11
buf_4,7
o21ai_0,22
nor2b_1,38
o21a_1,5
xor2_1,36
==> per-layer routing <==
metal / up-vias / routed length (microns)
met5: - / 0
met4: 0 / 140
met3: 9 / 1030
met2: 158 / 6790
met1: 2599 / 7980
li1: 2794 / -
==> through the flow <==
stage / instance area, sq um / hold slack [ps] / cells
after floorplan: 6610 / 629 / 735
after global placement: 7280 / 693 / 975
after detailed placement: 7280 / 710 / 975
after global routing: 7440 / 769 / 983
after CTS: 7440 / 721 / 983
final: 7440 / 713 / 983
